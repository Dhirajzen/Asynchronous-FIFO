<file path="design/flow/run.sh">
#!/bin/bash
# OpenROAD 26Q1-2900-gdf79404cd8, Yosys 0.63+post, stock flow scripts
make -C /OpenROAD-flow-scripts/flow DESIGN_CONFIG=/design/flow/config.mk WORK_HOME=/design/flow/orfs finish
</file>
<file path="design/flow/config.mk">
export PLATFORM = sky130hd
export DESIGN_NAME = top
export DESIGN_NICKNAME = top
export VERILOG_FILES = /design/flow/design.v
export SDC_FILE = /design/flow/constraint.sdc
export NUM_CORES = 4
export LEC_CHECK = 1
export CORE_UTILIZATION = 30
</file>
<file path="design/flow/constraint.sdc">
current_design top

set clk_period 6.7
set clk_io_pct 0.2

create_clock -name clk0 -period $clk_period [get_ports {r_clk}]
create_clock -name clk1 -period $clk_period [get_ports {w_clk}]

set non_clock_inputs [all_inputs -no_clocks]
set_input_delay [expr $clk_period * $clk_io_pct] -clock clk0 $non_clock_inputs
set_output_delay [expr $clk_period * $clk_io_pct] -clock clk0 [all_outputs]
</file>
<file path="design/flow/design.v">
module empty
#(
    parameter WIDTH = 8,
    parameter DEPTH = 16
)
(
    input  logic                   r_clk,
    input  logic                   rst_n,
    input  logic                   rd_rq,
    input  logic [$clog2(DEPTH):0] rsync_ptr2,
    output logic [$clog2(DEPTH)-1:0] raddr,
    output logic [$clog2(DEPTH):0] rptr,
    output logic                   empty
);
    logic [$clog2(DEPTH):0] bin, binnext, graynext;
    logic emptyn;
    always_ff @(posedge r_clk or negedge rst_n) begin
        if (~rst_n) begin
            rptr <= 'd0;
            bin <= 'd0;
            empty <= 1;
        end
        else begin
            rptr <= graynext;
            bin <= binnext;
            empty <= emptyn;
        end
    end
    always_comb begin
        raddr = bin[$clog2(DEPTH)-1:0];
        binnext = bin + (~empty & rd_rq);
        graynext = (binnext >> 1) ^ binnext;
        emptyn = (graynext == rsync_ptr2);
    end
endmodule
module fifo_mem 
#(
  parameter WIDTH = 8,
  parameter DEPTH = 16
)
(
  input logic w_clk,
  input logic wr_rq,
  input logic rd_rq,
  input logic full,
  input logic empty,
  input logic [$clog2(DEPTH)-1:0] waddr,
  input logic [$clog2(DEPTH)-1:0] raddr,
  input logic [WIDTH-1:0] wdata,
  output logic [WIDTH-1:0] rdata
);
  logic [WIDTH-1:0] fifo [DEPTH-1:0];
  always_ff @(posedge w_clk) begin
    if (wr_rq && !full) begin
      fifo[waddr] <= wdata;
    end
  end
  always_comb begin
    if (rd_rq && !empty) begin
      rdata = fifo[raddr];
    end else begin
      rdata = '0;
    end
  end
endmodule
module sync_r2w
#(parameter DEPTH = 16)
(
    input  logic               w_clk,
    input  logic               rst_n,
    input  logic [$clog2(DEPTH):0] rptr,
    output logic [$clog2(DEPTH):0] wsync_ptr2
);
    logic [$clog2(DEPTH):0] wsync_ptr1;
    always_ff @(posedge w_clk or negedge rst_n) begin
        if (~rst_n) begin
            wsync_ptr2 <= '0;
            wsync_ptr1 <= '0;
        end
        else begin
            wsync_ptr1 <= rptr;
            wsync_ptr2 <= wsync_ptr1;
        end
    end
endmodule
module sync_w2r
    #(parameter DEPTH = 16)
    (input logic r_clk, rst_n,
     input logic [$clog2(DEPTH):0] wptr,
     output logic [$clog2(DEPTH):0] rsync_ptr2);
    logic [$clog2(DEPTH):0] rsync_ptr1;
    always @(posedge r_clk or negedge rst_n) begin
        if (~rst_n) begin
            rsync_ptr2 <= '0;
            rsync_ptr1 <= '0;
        end
        else begin
            rsync_ptr1 <= wptr;
            rsync_ptr2 <= rsync_ptr1;
        end
    end
endmodule
module top #(
    parameter WIDTH = 8,
    parameter DEPTH = 16
) (
    input w_clk,
    input r_clk,
    input rst_n,
    input wr_rq,
    input rd_rq,
    input logic [WIDTH-1:0] wdata,
    output logic full,
    output logic empty,
    output logic [WIDTH-1:0] rdata
);
    wire [$clog2(DEPTH)-1:0] waddr, raddr;
    wire [$clog2(DEPTH):0] wptr, rptr, wsync_ptr2, rsync_ptr2;
    sync_r2w #(DEPTH) sync_r2w (.*);
    sync_w2r #(DEPTH) sync_w2r (.*);
    fifo_mem #(WIDTH, DEPTH) fifomem (.*);
    full #(WIDTH, DEPTH) full_1 (.*);
    empty #(WIDTH, DEPTH) empty_1 (.*);
endmodule
module full
#(parameter WIDTH = 8,
  parameter DEPTH = 16
)
(input logic w_clk, rst_n, wr_rq,
 input logic [$clog2(DEPTH):0] wsync_ptr2,
 output logic [$clog2(DEPTH)-1:0] waddr,
 output logic [$clog2(DEPTH):0] wptr,
 output logic full
);
  logic [$clog2(DEPTH):0] bin, binnext, graynext;
  logic fulln;
  always_ff @(posedge w_clk or negedge rst_n)
    if (~rst_n) begin
      wptr <= 'd0;
      bin <= 'd0;
      full <= 1'b0;
    end
    else begin
      wptr <= graynext;
      bin <= binnext;
      full <= fulln;
    end
  always_comb begin
    waddr = bin[$clog2(DEPTH)-1:0];
    binnext = bin + (~full & wr_rq);
    graynext = (binnext >> 1) ^ binnext;
    fulln = (graynext == {~wsync_ptr2[$clog2(DEPTH):$clog2(DEPTH)-1], wsync_ptr2[$clog2(DEPTH)-2:0]});
  end
endmodule
</file>
==> out/qor.yml <==
grt_pass1_vias: 3425
cp_num_buf_inv: 2
synth_dominant_cell_count: "edfxtp_1"
port_buffers: 21
post_cts_buffers: 0
ant_nets: 0
grt_usage_pct: 12.2
cts_sinks: 168
dpl.hpwl_um: 7440
path_class: "in2out"
top_cells_by_count: "128 x edfxtp_1, 39 x dfrtp_1, 20 x mux4_2, 17 x a22oi_1, 13 x nor2_1"
slowest_stage: "clkdlybuf4s50_1"
edf_count: 128
preCtsSetupSlack_ns: 2.54
synthesis.area_um2: 6540
drv_cap: 0
p_leak_uw: 0.00268
fin_tns_setup_ns: 0
gp_congestion: 0.799
synth.area.top_cells: "edfxtp_1 59%, dfrtp_1 15%, mux4_2 6.9%, mux4_1 4.8%, a22oi_1 2.0%"
setup.worst_path.end_class: "output port"
synth-seq-cells: 168
synthDistinctLibCells: 39
syn_inst: 320
arrival_ns: 2.81
ios: 23
grt_max_degree: 41
ir_worst_vdd_v: 0.000286
antenna_found_initial: 0
cts_resized: 0
ys_seq_share_pct: 74.1
rsz0062_at_grt: "false"
yosys_warnings: 5
post-route-drc-count: 0
hold_violations: 0
power.density_nw_per_um2: 450
aoi_share_pct: 3.25
dp_cells: 613
critPathMaxFanout: 9
wl_um: 11800
dr.pass1.iters: 6
hold_buffers: 0
slew_headroom_pct: 38.8
antenna-diode-count: 0
cts_tree: "built"
async_reset_ff_share_pct: 23.8
finalClockSkew_ns: 0.00645
yosys.area.top_type_share_pct: 58.8
die_w_um: 150
crit_top_cell: "clkdlybuf4s50_1"
wl_per_cell_um: 18.2
mux_area_share_pct: 11.7
clkTransAtPathRegs_ns: 0.06
max_stage_delay_ns: 0.49
dpl-instance-area_um2: 7030
grt_pass1_wl_um: 18900
logic_family: "multiplexers"
ff_type: "edfxtp_1"
fp_util_pct: 30.8
worstMarginPinSlew_ns: 0.915
layout-drive-gt1-share_pct: 19.5
slew_viol_final: 0
ys_cells: 320
required_ns: 5.36
fin_cells: 649
via_per_inst: 4.73
cp_cell_sequence: "clkdlybuf4s50_1 > nand2b_1 > a21oi_1 > clkdlybuf4s50_1"
warnings: 27
via_count: 3067
finalWorstSetupSlack_ns: 2.55
status: "finished, final reports clean"
die-area_um2: 22400
drtIter0Drc: 208
area_growth_syn_to_layout_pct: 18.1
die_y_um: 150
min_path_type: "reg2reg"
fin_area_um2: 7720
num_rows: 53
core_um2: 21200
finalPower_uw: 3470
startpoint_type: "input port"
setup_viol: 0
xor_area_share_pct: 3.56
gr-total-overflow: 0
synth_area_per_cell_um2: 20.4
adder_share_pct: 0.957
yosys_area_um2: 6540
fillers: 1920
critPathTopFamily: "buffers and inverters"
yosys.area.top_type: "edfxtp_1"
simple_gate_share_pct: 3.96
## sequential cells by signal, indices dropped and copies added (netlist names)
register and count:
sync_r2w.wsync_ptr2 5, full_1.bin 4, empty_1.bin 4, sync_r2w.wsync_ptr1 5, empty_1.empty 1, sync_w2r.rsync_ptr2 5, full_1.wptr 5, empty_1.rptr 5
full_1.full 1, sync_w2r.rsync_ptr1 5, fifomem.fifo 128
## cell type report
class                   count  area, um2  area share (%)
flip-flops and latches    168       4850            62.8
multi-input cells         132       1530            19.8
clock buffers              20        500            6.48
well taps                 275        344            4.45
repair buffers             32        288            3.73
clock inverters            16        189            2.45
inverters                   6       22.5           0.292
## worst paths after layout
path	to	startpoint	depth (start not counted)	slack, ns
worst max-delay path	rdata[5]	rd_rq	4	2.55
worst min-delay path	sync_r2w.wsync_ptr1[0]	empty_1.rptr[0]	0	0.19
worst max register to register	empty_1.empty	empty_1.empty	7	4.14
worst min register to register	sync_r2w.wsync_ptr1[0]	empty_1.rptr[0]	0	0.19
max in group clk1	fifomem.fifo[1][4]	wr_rq	4	3.27
max in group asynchronous	empty_1.bin[0]	rst_n	2	5.22
min in group clk0	sync_w2r.rsync_ptr2[3]	sync_w2r.rsync_ptr1[3]	0	0.35
min in group asynchronous	sync_r2w.wsync_ptr1[1]	rst_n	2	0.97
## cells in the final DEF, fill, tap and decap left out, types with 6 or more instances in the layout
cell type        count
inv_8                7
mux4_2              20
clkdlybuf4s50_1     20
buf_4               11
mux4_1              12
xor2_1               9
dfrtp_1             38
nand3_1              7
inv_1                6
nor2_1              13
a22oi_1             17
a21oi_1              8
clkbuf_16           20
xnor2_1              7
edfxtp_1           128
## metal layers
layer / vias to the layer above / part of all wire, % / track usage (%)
met2: 158 / 46 / 17.9
met5: - / 0 / 0
met3: 15 / 11 / 7.76
met4: 0 / 1.3 / 1.46
li1: 1365 / - / -
met1: 1529 / 42 / 16.3
## power by group
group          internal [uW]  leakage, uW  switching [uW]
registers               1340      0.00163            99.4
clock network            620     0.000341             459
logic                    472     0.000710             487
total                   2430      0.00268            1050
## cell families (layout without fill, tap and decap cells)
logic type,Yosys count,after routing
xor gates and xnor gates,20,20
DFF,168,168
AOI/OAI and AO/OA,30,30
adders and majority gates,5,5
muxes,32,32
and+or+nand+nor,45,45
buffers and inverters,20,74
## per-stage QoR
step,hold slack [ns],util [%]
6_report,0.193,36.4
5_1_grt,0.198,36.4
4_1_cts,0.192,36.4
3_5_place_dp,0.336,33.1
3_3_place_gp,0.337,33.1
2_1_floorplan,0.331,-
Power and IR drop assume default switching activity.
